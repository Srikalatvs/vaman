--- design.v ---
module boolean(
input  wire W,
input  wire X,
input  wire Y,
input  wire Z,
output wire a,
output wire b,
output wire c,
output wire d,
output wire e,
output wire f,
output wire g
);
always @(*)
begin
a=(!Z&!Y&!X&W)|(!Z&Y&!X&!W);
b=(!Z&Y&!X&W)|(!Z&Y&X&!W);
c=(!Z&!Y&X&!W);
d=(!Z&!Y&!X&W)|(!Z&Y&!X&!W)|(!Z&Y&X&W);
e=(!Z&!Y&!X&W)|(!Z&!Y&X&W)|(!Z&Y&!X&!W)|(!Z&Y&!X&W)|(!Z&Y&X&W)|(Z&!Y&!X&W);
f=(!Z&!Y&!X&W)|(!Z&!Y&X&!W)|(!Z&!Y&X&W)|(!Z&Y&X&W);
g=(!Z&!Y&!X&!W)|(!Z&!Y&!X&W)|(!Z&Y&X&W);
end
endmodule
--- run.sh ---
#!/bin/bash
# OpenROAD 26Q1-2900-gdf79404cd8, Yosys 0.63+post, stock flow scripts
make -C /OpenROAD-flow-scripts/flow DESIGN_CONFIG=/design/flow/config.mk WORK_HOME=/design/flow/orfs finish
--- config.mk ---
export PLATFORM = sky130hd
export DESIGN_NAME = boolean
export DESIGN_NICKNAME = boolean
export VERILOG_FILES = /design/flow/design.v
export SDC_FILE = /design/flow/constraint.sdc
export NUM_CORES = 4
export LEC_CHECK = 1
export CORE_AREA = 10 10 70 70
export DIE_AREA = 0 0 80 80
--- constraint.sdc ---
current_design boolean

set clk_period 1.6
set clk_io_pct 0.2

create_clock -name clk0 -period $clk_period

set non_clock_inputs [all_inputs -no_clocks]
set_input_delay [expr $clk_period * $clk_io_pct] -clock clk0 $non_clock_inputs
set_output_delay [expr $clk_period * $clk_io_pct] -clock clk0 [all_outputs]
==> CHANGELOG.md <==
### Changed

* Post-Synthesis Cells at 19
* Worst-Margin Slew at 0.164 ns
* Final setup margin at 0.0419 ns
* Yosys chip area at roughly 120 µm²
* Vias at 165
* Maximum vdd ir drop at 0.0244 mV
* Outcome: finished clean
* Slew HR at about nine tenths
* Chip area at 0.00640 mm²
* Count of tool warnings at 32
* Flop area at 0 µm²
* Max Freq at 642 MHz
* Hold_sp: X
* First-pass GRT wire length at 724 µm
* Largest delay share family, worst path: buffers and inverters
* DRT met1 WL at slightly above 200 µm
* Crit path from: Y
* IO buf count at 11
* Final Hold Viols at 0
* Final setup fails at 0
* Initial DRC count at 3
* Critical-path top delay cell: clkdlybuf4s50_1
* Initial antenna violation count at 0
* Final Cycle Share at between 90% and 100%
* Pwr dens at approximately 200 mW/mm²
* Post-Place Setup Slack at -0.597 ns
* Arr. time, crit path at between 1 and 1.5 ns
* Ant. Diodes at 0
* Max Fanout on Critical Path at 7
* RSZ-0062 raised after global routing: false
* Req. time, crit path at 1.28 ns
* Cell taking the most area after synthesis: xnor2_1
* IO Pins at 11
* Tmin final at 1.56 ns
* GRT Residual Overflow at 0
* WP buf/inv at 2
* Core Util at FP at between 3 and 4%
* Die Ht at around 80 µm
* Largest net degree at the start of global routing at 9
* Worst min path class: in2out
* Final Wtd Congestion at around 0.77
* WL final at a little over 500 µm
* Share of layout cells above drive strength 1 at 31.0%
* Routed wl met2 at around 200 µm
* Die width at 80 µm
* Wire length on met3 at 103 µm
* Top cells by area: xnor2_1 15%, nand2b_4 12%, or2_1 11%
* Yosys Instances at 19
* Number of distinct library cells after synthesis at 13
* MaxCap Viol Count at 0
* Clock buffers at 0
* Fillcell total at approximately 410
* DR DRC count at 0
* Synthesized area at 119 µm²
* Fin util at approximately 8%
* Overall Global Routing Usage at around 1.4%
* Area grow syn2layout at 135%
* Lkg Pwr at slightly above 0.1 nW
* Critical path, cell by cell: buf_2, nand2b_4, nand2_1, a21oi_1, clkdlybuf4s50_1
* Top sig layer: met3
* CP Launch Type: input port
* ANT nets after route at 0
* CP endpoint kind: primary output
* Critical path class: in2out
* Avg Vias per Cell at approximately 2.2
* Total core area at roughly 0.0034 mm²
* Number of global-route vias before repair at between 100 and 150
* WL per Instance at just under 7 µm
* Synth Warn # at 8
* Area leader share at roughly 15%
* CP peak stage delay at 0.48 ns
* Logic area at between 100 and 150 µm²
* Post-Syn Area per Cell at approximately 6.3 µm²
* # rows at 21
* DR pass1 iterations at 3
* Final slew viol count at 0
* Registers at 0
* Seq share, synth at 0%
==> cells in the final DEF, fill, tap and decap left out <==
| cell type | synthesis | layout |
|---|---|---|
| nor3_1 | 2 | 1 |
| o21ai_1 | 1 | 1 |
| a21oi_1 | 2 | 2 |
| or2_1 | 2 | 2 |
| nor3_2 | 0 | 1 |
| nand3_1 | 2 | 2 |
| a21oi_2 | 1 | 1 |
| o21ai_2 | 0 | 1 |
| dlygate4sd2_1 | 0 | 4 |
| nor3b_1 | 1 | 1 |
| nand2_1 | 2 | 2 |
| nand2b_4 | 1 | 2 |
| buf_2 | 1 | 3 |
| clkdlybuf4s50_1 | 0 | 3 |
| xnor2_1 | 2 | 2 |
| buf_6 | 0 | 1 |
==> cells by family (layout without fill, tap and decap cells) <==
logic type	count (synthesis)	in the layout	share of synthesized area [%]
buffers and inverters	1	11	4.21
AOI/OAI and AO/OA	5	5	24.2
and+or+nand+nor	11	11	56.8
xor gates and xnor gates	2	2	14.7
==> path summary, 6_finish.rpt <==
kind | slack [ns] | to | depth (start not counted)
worst max-delay path | 0.04 | f | 5
worst min-delay path | 1.04 | a | 3
==> final cells by class <==
class	instances	share of cell area [%]
repair buffers	11	32.7
multi-input cells	18	46.6
well taps	46	20.6
==> report_power, final <==
group	switching [mW]	total, mW	internal [mW]
Combinational	0.0240	0.0557	0.0317
Sequential	0	0	0
Clock	0	0	0
==> per-stage QoR <==
stage          std cells  instance area (µm²)  total power, mW  hold WS, ns  setup TNS [ns]
6_report              75                  279           0.0557         1.04               0
5_1_grt               75                  279           0.0619         1.07               0
4_1_cts               75                  267           0.0539         1.08               0
3_5_place_dp          75                  282           0.0596         1.73           -3.54
3_3_place_gp          75                  282           0.0583         1.71           -3.37
2_1_floorplan         19                  119           0.0210        0.650               0
==> metal layers <==
| metal | vias up | GRT usage (%) |
|---|---|---|
| met1 | 69 | 1.58 |
| met3 | 0 | 0.795 |
| met5 | - | 0 |
| li1 | 88 | - |
| met4 | 0 | 0 |
| met2 | 8 | 2.25 |
==> timing repair <==
| item | CTS | global route |
|---|---|---|
| pin swaps | 0 | 0 |
| hold buffers | 0 | 0 |
| buffers inserted | 0 | 0 |
| resized | 24 | 4 |
| endpoints found under the setup margin | 7 | 3 |
Power and IR drop assume default switching activity.
